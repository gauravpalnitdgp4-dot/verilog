==> design/flow/design.v <==
module odd_div (
    input logic resetn,
    input logic [7:0] div_val,
    input logic clk,
    output logic clkout
);
    logic [7:0] cnt;
    logic toggle1;
    logic toggle2;
    logic [6:0] half_div;
    logic odd_even;
    logic [7:0] div_val_lat;
    logic cnt_en;
    assign half_div = (cnt == 0)? div_val[7:1]: div_val_lat[7:1];  
    assign odd_even = (cnt == 0)? div_val[0]: div_val_lat[0];  
    assign cnt_en = (div_val_lat > 1) ? 1'b1 : 1'b0;
    always_ff @(posedge clk or negedge resetn) begin
        if (!resetn) begin
            div_val_lat <= 0;
        end else if (cnt == 0) begin
            div_val_lat <= div_val;
        end
    end
    always_ff @(posedge clk or negedge resetn) begin
        if (!resetn) begin
            cnt <= 0;
            toggle1 <= 1;
            toggle2 <= 1;
        end else begin 
            if (cnt == 0 & odd_even == 1'b1) begin
                toggle1 <= ~toggle1;
            end
            else if (((cnt == 0)|cnt == (half_div))  & odd_even == 1'b0) begin
                toggle1 <= ~toggle1;
            end
            if (cnt_en == 1'b1) begin
                cnt <= (cnt == div_val_lat - 1) ? 0 : cnt + 1;
            end
            else begin
                cnt <= 0;
            end
        end
    end
    always_ff @(negedge clk or negedge resetn) begin
        if (!resetn) begin
            toggle2 <= 1;
        end else begin 
            if (cnt == (half_div + 1)) begin
                toggle2 <= ~toggle2;
            end
        end
    end
assign clkout = (div_val_lat == 1)? clk: (div_val_lat[0]) ? (toggle1 ^ toggle2) : toggle1;
endmodule
==> design/flow/run.sh <==
#!/bin/bash
# OpenROAD 26Q1-2900-gdf79404cd8, Yosys 0.63+post, stock flow scripts
make -C /OpenROAD-flow-scripts/flow DESIGN_CONFIG=/design/flow/config.mk WORK_HOME=/design/flow/orfs finish
==> design/flow/config.mk <==
export PLATFORM = sky130hd
export DESIGN_NAME = odd_div
export DESIGN_NICKNAME = odd_div
export VERILOG_FILES = /design/flow/design.v
export SDC_FILE = /design/flow/constraint.sdc
export NUM_CORES = 4
export LEC_CHECK = 1
export CORE_AREA = 10 10 95 95
export DIE_AREA = 0 0 105 105
==> design/flow/constraint.sdc <==
current_design odd_div

set clk_period 4.8
set clk_io_pct 0.2

create_clock -name clk0 -period $clk_period [get_ports {clk}]

set non_clock_inputs [all_inputs -no_clocks]
set_input_delay [expr $clk_period * $clk_io_pct] -clock clk0 $non_clock_inputs
set_output_delay [expr $clk_period * $clk_io_pct] -clock clk0 [all_outputs]
==> results.sh <==
# implementation run metrics
export IMPL_status="completed"
export IMPL_power_internal_uw=541
export IMPL_rsz0062_at_grt="no"
export IMPL_lay_top_cells="16 x dfrtp_1, 14 x xnor2_1, 13 x nand3_1, 12 x inv_1"
export IMPL_top_area_cell="dfrtp_1"
export IMPL_ioPinCount=11
export IMPL_p_clk_frac=0.199
export IMPL_tns_ps=0
export IMPL_hold_buffers=0
export IMPL_top_usage_layer="met2"
export IMPL_use_met1=0.0744
export IMPL_finalHoldViolCount=0
export IMPL_swShare=0.427
export IMPL_drcViolationCount=0
export IMPL_portBuffers=10
export IMPL_r2r_start="div_val_lat[0]"
export IMPL_synthesis_instances=138
export IMPL_ys_area_sq_mm=0.00133
export IMPL_comb_power_share=0.451
export IMPL_avgSynthCellArea_sq_um=9.64
export IMPL_antenna_found_initial=0
export IMPL_routabilityCongestion=0.888
export IMPL_critPathLaunchType="clock port"
export IMPL_critPathRequiredTime_ps=3840
export IMPL_overflow=0
export IMPL_seqCellArea_sq_um=427
export IMPL_cts_setup_buffers=0
export IMPL_ys_cells=138
export IMPL_grt_max_degree=18
export IMPL_cp_arrival_ps=3170
export IMPL_fin_cells=245
export IMPL_crit_path_cell_trace="clkbuf_8, clkbuf_8, nor2_1, a21oi_1, clkdlybuf4s50_1"
export IMPL_via_count=1040
export IMPL_relSlewSlack=0.496
export IMPL_edf_count=0
export IMPL_path_buffers=3
export IMPL_viasPerCell=4.24
export IMPL_holdCritStartpoint="toggle1"
export IMPL_cap_violations=0
export IMPL_antenna_left=0
export IMPL_ys_warn_count=3
export IMPL_fill_cells=758
export IMPL_dp_hpwl_mm=2.15
export IMPL_end_kind="output port"
export IMPL_grt_total_usage=0.0532
export IMPL_grt_pass1_vias=1009
export IMPL_met3_usage=0.0143
export IMPL_clk_pin_slew_ps=70
export IMPL_synth_flops=17
export IMPL_mostFrequentLayoutCell="dfrtp_1"
export IMPL_die_w_microns=105
export IMPL_fp_util=0.193
export IMPL_p_leak_uw=0.000624
export IMPL_critPathMaxFanout=2
export IMPL_worst_pin_slew_ps=753
export IMPL_critical_path_class="clock port to output port"
export IMPL_ys_seq_share=0.321
export IMPL_die_h_microns=105
export IMPL_post_cts_resized=0
export IMPL_ys_types=40
export IMPL_grt_pass1_wl_mm=5.04
export IMPL_cp_depth=5
export IMPL_tritoncts="yes"
export IMPL_rows=30
export IMPL_p_seq_frac=0.350
export IMPL_critical_path_top_delay_family="buffers and inverters"
export IMPL_synth_area_sq_mm=0.00133
export IMPL_cp_slowest_cell="clkdlybuf4s50_1"
export IMPL_postSynth_asyncResetShare=1.00
export IMPL_drt_pass1_iterations=4
export IMPL_warnings=30
export IMPL_hold_path_end="toggle1"
export IMPL_wirelength_mm=2.93
export IMPL_startpoint="clk"
export IMPL_p_switching_uw=403
export IMPL_hp_class="flip-flop to flip-flop"
export IMPL_finalSetupViolations=0
export IMPL_clock_skew_ps=1.87
export IMPL_reg2reg_depth=6
export IMPL_synthToLayoutAreaGrowth_pct=20.5
export IMPL_grtUsageMet2=0.0792
export IMPL_dp_cells=238
export IMPL_r2r_end="cnt[1]"
export IMPL_drt_iter0_drc=30
export IMPL_ff2ff_setup_slack_ps=2290
export IMPL_cp_common_cell="clkbuf_8"
export IMPL_p_per_area_mw_per_mm2=589
export IMPL_core_area_sq_mm=0.00691
export IMPL_dieArea_sq_mm=0.0110
export IMPL_ys_flop_type="dfrtp_1"
export IMPL_final_comb_area_sq_um=816
export IMPL_clock_latency_ps=360
export IMPL_max_vdd_ir_drop_mv=0.0995
export IMPL_top_cells_by_area="dfrtp_1 30%, xnor2_1 9.2%, mux2_2 6.8%"
export IMPL_top_area_frac=0.301
export IMPL_holdPathStages=1
export IMPL_diodes=0
export IMPL_wl_per_cell_microns=11.9
export IMPL_final_util=0.232
export IMPL_drive_above_1_share=0.168
export IMPL_slowest_delay_ps=400
export IMPL_finalMaxSlewViolations=0
metrics by stage:
stage,cell area [sq um],setup slack (ps),hold slack (ps),total power [uW]
3_5_place_dp,1520,937,525,770
4_1_cts,1600,641,536,955
3_3_place_gp,1520,937,519,763
5_1_grt,1600,630,550,1020
2_1_floorplan,1330,1340,513,688
6_report,1600,668,532,944
worst max path at each step:
stage | end | slack, ps
after CTS | clkout | 640
after global routing | clkout | 630
final | clkout | 670
state kept, by name (all words and copies together), names as in the netlist:
signal       count
div_val_lat      8
cnt              8
toggle1          1
per-layer routing:
layer / vias up / wire [microns]
met5: - / 0
met1: 502 / 1400
li1: 521 / -
met3: 6 / 111
met2: 11 / 1350
met4: 0 / 62
power by group through the flow:
stage	Combinational [uW]	Sequential, uW	Clock, uW
after CTS	428	330	197
after global routing	478	343	201
final	426	330	188
final cells by class:
class,instances,area share
Inverter,12,0.0281
Clock inverter,1,0.00312
Tap cell,96,0.0749
Clock buffer,7,0.0578
Timing Repair Buffer,10,0.0609
Sequential cell,17,0.266
Multi-Input combinational cell,102,0.509
logic make-up (layout without fill, tap and decap cells):
group,after synthesis,in the layout,synth area share
AND/OR/NAND/NOR,44,44,0.207
XOR/XNOR,24,24,0.158
AND-OR/OR-AND,21,21,0.135
buffers and inverters,19,30,0.0658
flip-flops,17,17,0.321
multiplexers,9,9,0.0753
adder cells (fa/ha/maj),4,4,0.0376
synthesized netlist by cell type, types with 3 or more instances:
library cell	n
clkbuf_1	4
dfrtp_1	16
ha_1	4
inv_1	12
mux2_2	8
nand2_1	6
nand3_1	13
nor2_1	6
nor4_1	3
o221ai_1	7
xnor2_1	14
xor2_1	10
Power and IR drop assume default switching activity.
